==> ./config.mk <==
export PLATFORM = sky130hd
export DESIGN_NAME = mvu_stream_control_block
export DESIGN_NICKNAME = mvu_stream_control_block
export VERILOG_FILES = /design/flow/design.v
export SDC_FILE = /design/flow/constraint.sdc
export NUM_CORES = 4
export LEC_CHECK = 1
export CORE_AREA = 10 10 70 70
export DIE_AREA = 0 0 80 80
==> ./constraint.sdc <==
current_design mvu_stream_control_block

set clk_period 1.1
set clk_io_pct 0.2

create_clock -name clk0 -period $clk_period [get_ports {clock}]

set non_clock_inputs [all_inputs -no_clocks]
set_input_delay [expr $clk_period * $clk_io_pct] -clock clk0 $non_clock_inputs
set_output_delay [expr $clk_period * $clk_io_pct] -clock clk0 [all_outputs]
==> ./run.sh <==
#!/bin/bash
# OpenROAD 26Q1-2900-gdf79404cd8, Yosys 0.63+post, stock flow scripts
make -C /OpenROAD-flow-scripts/flow DESIGN_CONFIG=/design/flow/config.mk WORK_HOME=/design/flow/orfs finish
==> ./design.v <==
`timescale 1ns/1ns
module mvu_stream_control_block #(
    parameter int SF = 8,
    parameter int NF = 1,
    parameter int SF_T = $clog2(SF)>=1 ? $clog2(SF) : 1,
    parameter int NF_T = $clog2(NF)>=1 ? $clog2(NF) : 1
) (
    input logic             resetn,
    input logic             clock,
    input logic             in_v,  
    input logic             wait_rready,  
    output logic            ib_wen,  
    output logic            wready,  
    output logic            wmem_wready,
    output logic            sf_clr,  
    output logic [SF_T-1:0] sf_cnt  
);
logic inp_active;  
logic do_mvu_stream;  
logic sf_full;  
logic ap_start;  
logic halt_mvu_stream;  
generate
    if (NF==1) begin: ONE_FILTER_BANK
        logic wait_rready_dly;
        always_ff @(posedge clock)
            if      (!resetn)           wready <= 1'b0;
            else if (halt_mvu_stream)   wready <= 1'b0;
            else                        wready <= 1'b1;	    
        always_ff @(posedge clock)
            if      (!resetn)        sf_cnt <= 'd0;
            else if (sf_full)        sf_cnt <= 'd0;
            else if (do_mvu_stream)  sf_cnt <= sf_cnt + 1;
        assign ib_wen = inp_active;
        assign do_mvu_stream = inp_active;
        always_ff @(posedge clock)
            if  (!resetn)   wait_rready_dly <= 1'b0;
            else            wait_rready_dly <= wait_rready;
        assign halt_mvu_stream = wait_rready & wait_rready_dly;
    end
    else begin: N_FILTER_BANKS
        enum logic [1:0] {IDLE, WRITE, READ} pres_state, next_state;
        logic 		        nf_clr;  
        logic 		        nf_zero;  
        logic [NF_T-1:0]    nf_cnt;  
        logic               nf_full;  
        assign nf_full = (nf_cnt == NF_T'(NF-1) & sf_full); 
        assign nf_zero = (nf_cnt=='d0);
        always_ff @(posedge clock)
            if (!resetn) pres_state <= IDLE;
            else         pres_state <= next_state;
        always_comb begin
            case(pres_state)
                IDLE: begin
                    casez({wait_rready, inp_active, nf_zero, sf_full})
                        4'b0000: next_state = READ;
                        4'b0001: next_state = IDLE;
                        4'b0010: next_state = IDLE;
                        4'b0011: next_state = READ;
                        4'b0100: next_state = WRITE;
                        4'b0101: next_state = WRITE;
                        4'b0110: next_state = WRITE;
                        4'b0111: next_state = READ;		   
                        4'b10??: next_state = IDLE;
                        4'b1100: next_state = WRITE;
                        4'b1101: next_state = IDLE;
                        4'b1110: next_state = WRITE;
                        4'b1111: next_state = IDLE;		   
                        default: next_state = IDLE;		   
                    endcase
                end
                WRITE: begin  
                    casez({halt_mvu_stream, inp_active, sf_full})
                        3'b000: next_state = IDLE;
                        3'b001: next_state = IDLE;
                        3'b010: next_state = WRITE;
                        3'b011: next_state = READ;
                        3'b1??: next_state = IDLE;		   
                    endcase	 
                end
                READ: begin  
                    casez({halt_mvu_stream, inp_active, nf_clr&sf_clr})
                        3'b000: next_state = READ;
                        3'b001: next_state = IDLE;
                        3'b010: next_state = WRITE;
                        3'b011: next_state = WRITE;
                        3'b1??: next_state = IDLE;		   
                    endcase  
                end
                default: next_state = IDLE;	      
            endcase
        end		
        always_comb begin
            ib_wen = 1'b0;
            do_mvu_stream = 1'b0;	    
            case(pres_state)
                IDLE: begin
                    ib_wen = 1'b0;
                    do_mvu_stream = 1'b0;		 
                    case({inp_active}) 
                        1'b0: begin
                            ib_wen = 1'b0;
                            do_mvu_stream = 1'b0;		      
                        end
                        1'b1: begin
                            ib_wen = 1'b1;
                            do_mvu_stream = 1'b1;
                        end
                    endcase  
                end  
                WRITE: begin
                    ib_wen = 1'b0;
                    do_mvu_stream = 1'b0;		 
                    case({inp_active}) 
                        1'b0: begin
                            ib_wen = 1'b0;
                            do_mvu_stream = 1'b0;		      
                        end
                        1'b1: begin
                            ib_wen = 1'b1;
                            do_mvu_stream = 1'b1;
                        end   
                    endcase  
                end  
                READ: begin
                    ib_wen = 1'b0;
                    do_mvu_stream = 1'b0;		 
                    case({inp_active}) 
                        1'b0: begin
                            do_mvu_stream = ~(nf_clr&sf_clr); 
                        end
                        1'b1: begin
                            ib_wen = 1'b1;
                            do_mvu_stream = 1'b1;
                        end
                    endcase  
                end  
                default: begin
                    ib_wen = 1'b0;
                    do_mvu_stream = 1'b0;
                end	      
            endcase  
        end  
        always_ff @(posedge clock)
            if (resetn)                     nf_clr <= 1'b0;
            else if (nf_cnt==NF_T'(NF-1))   nf_clr <= 1'b1;
            else                            nf_clr <= 1'b0;
        always_ff @(posedge clock)
            if(!resetn)             wready <= 1'b0;
            else if (ap_start)      wready <= 1'b1;	  
            else if (nf_full)       wready <= 1'b1;	    
            else if (sf_full)       wready <= 1'b0;
        always_ff @(posedge clock)
            if (!resetn)                nf_cnt <= 'd0; 
            else if (nf_clr & sf_clr)   nf_cnt <= 'd0;
            else if (sf_clr)            nf_cnt <= nf_cnt + 1;
        always_ff @(posedge clock)
            if(!resetn)             sf_cnt <= 'd0; 
            else if (sf_full)       sf_cnt <= 'd0;
            else if (nf_full)       sf_cnt <= 'd0;      
            else if (do_mvu_stream) sf_cnt <= sf_cnt + 1;
        assign halt_mvu_stream = ((sf_cnt == SF_T'(SF-2)) & wait_rready);
    end  
endgenerate
assign sf_full = ((sf_cnt == SF_T'(SF-1)) & do_mvu_stream);
always_ff @(posedge clock)
    if (!resetn)    ap_start <= 1'b1;
    else            ap_start <= 1'b0;
always_ff @(posedge clock)
    if (!resetn)        sf_clr <= 1'b0;
    else if(sf_full)    sf_clr <= 1'b1;
    else                sf_clr <= 1'b0;
assign inp_active = wready & in_v;
assign wmem_wready = do_mvu_stream;
endmodule
==> flow_summary_export.csv <==
group,metric,value,unit
worst_setup_path,critPathKind,"reg2reg",
logic_synthesis,simple_gate_share,20.8,%
logic_synthesis,ys.flops,6,
place,place.detailed.instances,82,
pwr,power_leakage,0.212,nW
clocking,clkTransAtPathRegs,40,ps
routing,antenna_nets_post_route,0,
routing,drc_viols,0,
run_status,violations,"setup timing",
clocking,tritoncts,"yes",
place,placedInstanceArea,449,um2
final_layout,final-instance-count-excl-fill,86,
logic_synthesis,synth-xor-area-share,0,%
logic_synthesis,synth_cells,22,
place,place.gp.congestion,0.616,
final_layout,final_cell_mix,"buf_4, a21boi_0, dfxtp_2",
grt,largest_net_degree_at_the_start_of_global_routing,7,
routing,vias_per_inst,2.79,
worst_setup_path,critical_path.startpoint_type,"flop",
logic_synthesis,post_synth_ao_oa_area_fraction,20.3,%
grt,antenna_violations_before_repair,0,
sta,setup_viol,2,
sta,slew_headroom,85.2,%
logic_synthesis,synth-area-yosys,259,um2
logic_synthesis,area_fraction_in_full_adders_half_adders_and_majority_gates,9.66,%
sta,worst_slack,-45.4,ps
final_layout,cell_area_after_layout,487,um2
logic_synthesis,top_comb_family_area,"simple AND/OR/NAND/NOR gates",
floorplan,design.portCount,11,
worst_setup_path,critPathRequiredTime,1230,ps
final_layout,flow.area_growth_from_synthesis,87.9,%
worst_setup_path,endpoint_kind,"flop",
logic_synthesis,yosys_warnings,1,
clocking,clock_tree.root_cell,"clkbuf_4",
grt,grt.total_usage,2.69,%
routing,route.final.wire_length,813,um
place,number_of_buffer_cells_added_on_primary_ports,10,
clocking,clk_latency,240,ps
sta,holdWs,402,ps
place,place_hpwl,622,um
sta,worst_slew_pin_slew,222,ps
routing,via_count,240,
sta,rsz0062_at_grt,"yes",
logic_synthesis,post_synth_mux_area_share,0,%
run_status,outcome,"complete, but fails checks",
sta,report.final.slew_viol_count,0,
worst_setup_path,crit_arrival,1280,ps
sta,post-route-min-period,1150,ps
routing,drt-wirelength-per-cell,9.45,um
final_layout,mostFrequentLayoutCell,"buf_4",
logic_synthesis,mappedNetlistArea,259,um2
grt,overflow,0,
flow_run,warning_count,28,
final_layout,final.fill_count,400,
routing,dr.first_iter.drc_count,6,
sta,fin_worst_skew,4.27,ps
sta,maxClockFrequency,0.873,GHz
logic_synthesis,synth_sequential_area_ratio,46.4,%
logic_synthesis,mean_cell_area_of_the_mapped_netlist,11.8,um2
final_layout,fin_util,14.2,%
worst_setup_path,crit_path_max_fanout,2,
clocking,cts-hold-fix-buffers,0,
floorplan,floorplan.rows,21,
grt,number_of_global_route_vias_before_repair,253,
clocking,tritoncts.num_buffers,3,
routing,antenna-diode-count,0,
flow_run,max_cap_violations,0,
clocking,htreeDepth,1,
floorplan,die_area,0.00640,mm2
hold_path,holdCritPathClass,"reg2reg",
clocking,clkSinkCount,6,
floorplan,floorplan.core_util,7.58,%
floorplan,coreArea,0.00342,mm2
grt,wire_length_of_the_first_global_routing_pass,1.28,mm
pwr,ir_worst_vdd,0.269,mV
sta,finalCritPeriodShare,104,%
floorplan,die_height,80,um
clocking,cts_max_path_bufs,2,
logic_synthesis,yosys_cells,22,
sta,number_of_hold_violations_in_the_final_report,0,
routing,firstDrtPassIters,2,
final_layout,drive_gt1_share,57.5,%
pwr,p_per_area,1020,mW/mm2
logic_synthesis,synth_cell_type_count,9,
floorplan,fp.dieW,80,um
==> per-stage QoR <==
stage	setup WS, ps	setup TNS, ps	power, mW
final	-45.4	-61.8	0.495
after global routing	-77.9	-155	0.533
after CTS	-48.5	-102	0.509
after detailed placement	-448	-1560	0.303
after global placement	-428	-1460	0.301
after floorplan	-77.5	-93.5	0.250
==> layer usage <==
layer  part of all wire (%)  up-vias  global-route usage, %
met5                      0        -                      0
met4                      0        0                  0.352
met3                     23        0                   3.52
met2                     36       13                   3.29
met1                     40      107                   2.80
li1                       -      120                      -
==> cells by family after synthesis <==
family / after synthesis
AND/OR/NAND/NOR: 6
flip-flops: 6
buffers and inverters: 1
AND-OR/OR-AND: 7
adder cells (fa/ha/maj): 2
==> Yosys cell counts <==
master / count / area share (%)
buf_4: 1 / 2.9
o21a_1: 3 / 8.7
dfxtp_1: 6 / 46
and4bb_1: 1 / 4.8
and3_1: 1 / 2.4
and2_1: 2 / 4.8
and4b_2: 2 / 8.7
ha_1: 2 / 9.7
a21boi_0: 4 / 12
==> cell type report <==
class / instances / area (um2) / area share [%]
clock buffer: 3 / 22.5 / 4.63
multi-input combinational: 15 / 159 / 32.6
sequential: 6 / 125 / 25.7
tap: 46 / 57.6 / 11.8
timing repair buffer: 16 / 123 / 25.2
==> report_power, final <==
group | internal, mW | switching (mW)
Clock | 0.123 | 0.0753
Sequential | 0.228 | 0.00550
Combinational | 0.0410 | 0.0229
Total | 0.392 | 0.104
==> worst max-delay path, stage by stage (launching register included) <==
cell and delay, ps:
dfxtp_2 330, ha_4 160, ha_4 190, and4b_2 190, o21a_1 160
==> path summary, 6_finish.rpt <==
| path | startpoint | to | slack (ps) | cells after the start |
|---|---|---|---|---|
| worst min register to register | ONE_FILTER_BANK.wait_rready_dly$_SDFF_PN0_ | wready$_SDFF_PN0_ | 400 | 1 |
| worst max-delay path | sf_cnt[1]$_SDFFE_PP0P_ | sf_cnt[2]$_SDFFE_PP0P_ | -50 | 4 |
| worst min-delay path | ONE_FILTER_BANK.wait_rready_dly$_SDFF_PN0_ | wready$_SDFF_PN0_ | 400 | 1 |
| worst max register to register | sf_cnt[1]$_SDFFE_PP0P_ | sf_cnt[2]$_SDFFE_PP0P_ | -50 | 4 |
==> registers in the layout, summed over array words and instances, names as in the netlist <==
register and cells:
ONE_FILTER_BANK.wait_rready_dly 1, sf_clr 1, sf_cnt 3, wready 1
==> what timing repair did <==
action                                  CTS  global route
hold endpoints to repair                  0             0
endpoints found under the setup margin   10             5
pin swaps                                 3             0
resized                                  27             2
setup buffers                             2             0
No activity file was given, so power comes from the tool's default toggle rates.
