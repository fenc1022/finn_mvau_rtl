`/design/flow/constraint.sdc`:
```
current_design mvu_inp_buffer

set clk_period 6.3
set clk_io_pct 0.2

create_clock -name clk0 -period $clk_period [get_ports {clock}]

set non_clock_inputs [all_inputs -no_clocks]
set_input_delay [expr $clk_period * $clk_io_pct] -clock clk0 $non_clock_inputs
set_output_delay [expr $clk_period * $clk_io_pct] -clock clk0 [all_outputs]
```
`/design/flow/config.mk`:
```
export PLATFORM = sky130hd
export DESIGN_NAME = mvu_inp_buffer
export DESIGN_NICKNAME = mvu_inp_buffer
export VERILOG_FILES = /design/flow/design.v
export SDC_FILE = /design/flow/constraint.sdc
export NUM_CORES = 4
export LEC_CHECK = 1
export CORE_UTILIZATION = 50
```
`/design/flow/design.v`:
```
`timescale 1ns/1ns
module mvu_inp_buffer #(
    parameter int SIMD = 2,
    parameter int TSrcI = 4,
    parameter int BUF_LEN = 16,
    parameter int BUF_ADDR=$clog2(BUF_LEN)>=1 ? $clog2(BUF_LEN) : 1
) (    
	input logic 		            clock,
	input logic 		            resetn,
	input logic [SIMD*TSrcI-1:0]    din,
	input logic 		            wr_en,
	input logic [BUF_ADDR-1:0]      addr,
	output logic [SIMD*TSrcI-1:0] 	dout
);
   logic [SIMD*TSrcI-1:0]   inp_buffer [0:BUF_LEN-1];
    always_ff @(posedge clock) begin
        if (wr_en) begin
	        inp_buffer[addr] <= din;
	        dout <= din;
        end
        else begin
	        dout <= inp_buffer[addr];
      end      
   end   
endmodule  
```
`/design/flow/run.sh`:
```
#!/bin/bash
# OpenROAD 26Q1-2900-gdf79404cd8, Yosys 0.63+post, stock flow scripts
make -C /OpenROAD-flow-scripts/flow DESIGN_CONFIG=/design/flow/config.mk WORK_HOME=/design/flow/orfs finish
```
==> results.toml <==
# yosys + openroad results
[outcome]
status = "finished clean"

[logic_synthesis]
synthSimpleGateAreaFrac_pct = 3.23
synth_area_leader_cell = "edfxtp_1"
top_cells_by_count = "edfxtp_1, mux4_2, a22oi_1, mux4_1, nor2_1"
top_logic_kind = "multiplexers"
ys_chip_area_um2 = 5070
ys_sh_aoi_pct = 2.37
syn_area_um2 = 5070
synth_cells = 225
numSynthFlops = 132
synth.top_cell.area_share_pct = 75.9
topCellsByArea = "edfxtp_1, mux4_2, mux4_1"
mux_area_share_pct = 15.3
flop_cell = "edfxtp_1"
synth.distinct_cells = 19
async_reset_ff_share_pct = 0
yosysSeqAreaShare_pct = 77.4
edf_count = 128
ys.warnings.count = 1
xor_share_pct = 0
yosys_cells = 225
syn_avg_cell_area_um2 = 22.5
synthAdderAreaFrac_pct = 0
most_common_cell = "edfxtp_1"

[cts]
htree_levels = 4
post-cts-setup-buffers = 0
cts_hold_buf = 0
cts_buffers = 17
clk_pin_slew_ns = 0.06
cts_tree = "yes"
clock_sinks = 132
cts-resized-gates = 0
clockRootBuffer = "clkbuf_8"
clockBufferDepth = 2

[sta]
rsz0062_at_grt = "no"
period_used_pct = 64.5
max_slew_margin_pct = 49.7
hold_viol = 0
setup_viol = 0
drv_slew = 0
setup_tns_ns = 0
layout_min_cycle_time_ns = 4.06
max_freq_ghz = 0.246
tightestPinTransition_ns = 0.751

[job]
warnings = 26
maxCapViolations = 0

[die]
initCoreUtil_pct = 51.6
row_count = 36
fp.dieW_um = 103
chipArea_um2 = 10500
fp.dieH_um = 103
boundaryPins = 23
core_um2 = 9820

[setup_path]
critPathCaptureType = "primary output"
crit_chain = "buf_4 -> mux4_1 -> a22oi_1 -> nand2_1 -> clkdlybuf4s50_1"
path_max_fanout = 32
worstSetupStartpointType = "register"
critPathRequiredTime_ns = 5.04
worst-setup-path-type = "register to primary output"
cpMaxStageDelayCell = "mux4_1"
crit_buf_inv = 2
cp_slowest_stage_delay_ns = 0.63
arrival_ns = 2.80
crit_family = "buffers and inverters"

[power]
leakage_uw = 0.00201
ir_drop_v = 0.000257
power.density_nw_per_um2 = 334

[grt]
grt_overflow = 0
grt_first_pass_wirelength_um = 14700
grt_max_degree = 33
grt_pass1_vias = 2552
antenna_found_initial = 0
track_usage_pct = 22.4

[placed_design]
place.gp.congestion = 0.752
io_buffers = 21
dp.cells = 387
dp_hpwl_um = 5600

[cells_and_area]
drive_gt1_share_pct = 23.1
top_register = "inp_buffer"
fin_util_pct = 61.9
syn2layout_area_growth_pct = 19.9
largest_reg_flops = 128
n_fill_cell = 713
largestRegisters = "inp_buffer (128)"
fin_cells = 419

[routing]
drt-initial-drc-count = 83
wl_um = 9700
dr.pass1.iters = 4
antenna_cells = 0
final_antenna_net_count = 0
wl_per_cell_um = 23.1
routed_via_density = 5.74
routed-via-count = 2407
drc = 0

[hold_path]
min_from = "addr[3]"
worstHoldPathType = "input pin to register"
whs_path_depth = 1
worst max-delay path by stage:
| stage | startpoint | to | slack [ns] | cells past startpoint |
|---|---|---|---|---|
| 4_1_cts | register | dout[3] | 2.17 | 5 |
| 5_1_grt | register | dout[5] | 2.02 | 5 |
| 6_report | register | dout[3] | 2.24 | 5 |
metal layers:
metal,track usage [%],wire [um]
met2,31.9,4650
met1,38.1,4060
met3,11.3,928
met4,2.20,60
met5,0,0
layout by cell type (no fill, tap or decap), types with 2 or more instances in the layout:
cell	count
nand2b_1	2
clkbuf_16	16
mux4_1	14
clkinv_1	2
bufinv_16	3
a22oi_1	16
edfxtp_1	128
clkbuf_1	2
nor3_1	4
buf_4	18
clkinvlp_4	4
nand3b_1	2
nor2_1	13
dfxtp_1	3
nand2_1	9
clkdlybuf4s50_1	21
clkinv_4	2
mux4_2	18
cell type report:
type	count	area, um2	share of cell area, %
Sequential cell	132	3930	64.6
Tap cell	133	166	2.74
Clock buffer	19	422	6.94
Clock inverter	13	159	2.62
Timing Repair Buffer	39	345	5.68
Multi-Input combinational cell	83	1060	17.4
stage by stage:
stage / setup slack, ns / power, uW / instance area (um2) / hold WS, ns
5_1_grt: 2.02 / 2090 / 6070 / 1.31
4_1_cts: 2.17 / 2050 / 6070 / 1.30
6_report: 2.24 / 2030 / 6070 / 1.33
3_3_place_gp: 2.71 / 1100 / 5490 / 1.84
3_5_place_dp: 2.71 / 1100 / 5490 / 1.83
2_1_floorplan: 3.55 / 1050 / 5070 / 1.29
cell families (layout without fill, tap and decap cells):
group / count (synthesis) / count (layout)
buffers and inverters: 10 / 71
and+or+nand+nor: 35 / 35
muxes: 32 / 32
AOI/OAI and AO/OA: 16 / 16
DFF: 132 / 132
power by group:
part	switching (uW)	internal, uW
Clock	345	601
Sequential	4.13	982
Combinational	50.1	47.1
Total	399	1630
No activity file was given, so power comes from the tool's default toggle rates.
