[./design.v]
`timescale 1ns/ 1ns
module mvu_pe_simd #(
    parameter int TSrcI = 4,  
    parameter int TW = 4,  
    parameter int TDstI = 8,  
    parameter bit [1:0] OP_SGN = 0
) (
    input logic [TSrcI-1:0]     in_act,
    input logic [TW-1:0]        in_wgt,
    output logic [TDstI-1:0]    out
);
bit Inp1Bit = (TSrcI == 1) ? 1 : 0;
bit Wgt1Bit = (TW == 1) ? 1 : 0;
always_comb
    case ({Inp1Bit, Wgt1Bit, OP_SGN})
        4'b0_0_00:  
            out = in_act * in_wgt;
        4'b0_0_01:  
            out = $signed({1'b0, in_act}) * $signed(in_wgt);
        4'b0_0_10:  
            out = $signed(in_act) * $signed({1'b0, in_wgt});
        4'b0_0_11:   
            out = $signed(in_act) * $signed(in_wgt);
        4'b1_0_00:  
            out = in_act==1'b1 ? in_wgt : '0;
        4'b1_0_01:  
            out = in_act==1'b1 ? in_wgt : '0;
        4'b1_0_10:  
            out = in_act==1'b1 ?
                $signed({1'b0, in_wgt}) :
                ~$signed({1'b0, in_wgt}) + 1'b1;
        4'b1_0_11:  
            out = in_act==1'b1 ? in_wgt : ~in_wgt + 1'b1;
        4'b0_1_00:  
            out = in_wgt==1'b1 ? in_act : '0;
        4'b0_1_01:  
            out = in_wgt==1'b1 ?
                $signed({1'b0, in_act}) :
                ~$signed({1'b0, in_act}) + 1'b1;
        4'b0_1_10:  
            out = in_wgt==1'b1 ? in_act : '0;
        4'b0_1_11:  
            out = in_wgt==1'b1 ? in_act : ~in_act + 1'b1;
        4'b1_1_00:  
            out = in_act & in_wgt;
        4'b1_1_01:  
            out = in_act==1'b1 ? in_wgt : '0;
        4'b1_1_10:  
            out = in_wgt==1'b1 ? in_act : '0;
        4'b1_1_11:  
            out = ~(in_act ^ in_wgt);
        default:
            out = '0;
    endcase
endmodule
[./run.sh]
#!/bin/bash
# OpenROAD 26Q1-2900-gdf79404cd8, Yosys 0.63+post, stock flow scripts
make -C /OpenROAD-flow-scripts/flow DESIGN_CONFIG=/design/flow/config.mk WORK_HOME=/design/flow/orfs finish
[./config.mk]
export PLATFORM = sky130hd
export DESIGN_NAME = mvu_pe_simd
export DESIGN_NICKNAME = mvu_pe_simd
export VERILOG_FILES = /design/flow/design.v
export SDC_FILE = /design/flow/constraint.sdc
export NUM_CORES = 4
export LEC_CHECK = 1
export CORE_AREA = 10 10 70 70
export DIE_AREA = 0 0 80 80
[./constraint.sdc]
current_design mvu_pe_simd

set clk_period 3.5
set clk_io_pct 0.2

create_clock -name clk0 -period $clk_period

set non_clock_inputs [all_inputs -no_clocks]
set_input_delay [expr $clk_period * $clk_io_pct] -clock clk0 $non_clock_inputs
set_output_delay [expr $clk_period * $clk_io_pct] -clock clk0 [all_outputs]
==> Slide: Implementation Results <==
Implementation Results

Run status
  • Status: finished with violations
  • Failing checks: setup timing

Timing
  • Worst-margin pin slew: 0.196 ns
  • Final setup margin: -0.204 ns
  • Final setup fails: 2
  • Unrepaired setup endpoints after global routing: yes
  • Tcrit/Tclk final: 106%
  • Setup TNS: -0.379 ns
  • Slew Limit Headroom: 86.9%
  • Worst hold margin: 2.14 ns
  • Final hold viol count: 0
  • Pins Over Slew Limit: 0
  • Achievable Freq: ~0.27 GHz
  • Post-layout min period: 3.70 ns

Run
  • Stage-log warning count: 34
  • Maxcap violations: 0

Yosys
  • Syn Inst Count: ~50
  • Avg Inst Size Synth: 8.76 µm²
  • Most common cell in the synthesized netlist: and2_1
  • Max-area cell share: between 30% and 40%
  • Synth Warn #: 1
  • Synthesis area per yosys: 447 µm²
  • Synth cell count leaders: and2_1 (13), ha_1 (12), fa_1 (4)
  • Synth top area cells: ha_1 (34%), and2_1 (18%), fa_1 (18%)
  • Ys cells: 51
  • Cell Area, Synth: 447 µm²
  • Post-synth seq share: 0%
  • Top cell type by total area after synthesis: ha_1
  • Netlist cell types: 17

Global route
  • Total track usage: 3.73%
  • Initial antenna violation count: 0
  • Vias in the first global route: 493
  • Gr ovfl total: 0
  • First-pass GRT wire length: 2100 µm
  • Largest net degree at the start of global routing: 5

Route
  • Vias post-DR: between 400 and 500
  • ANT nets after route: 0
  • Routed Wire Length: 1190 µm
  • Wire length per cell: about 9.4 µm
  • N_diodes: 0
  • DRC viols: 0
  • DRT Pass-1 Iters: 2
  • Initial DRC Count: 2
  • Vias per cell: between 3 and 4

Power
  • Leak pwr: 0.405 nW
  • PwrDens: 166 mW/mm²
  • IR drop worst, VDD: 0.0587 mV

Critical path
  • Crit-path slowest cell: fa_1
  • Crit Path Class: in -> out
  • Most used cell, CP: fa_1
  • CP top delay family: adder cells
  • WP data required: roughly 2.8 ns
  • Worst Path Buf+Inv: 3
  • Critical path, cell by cell: buf_8, nand2_4, fa_1, inv_1, fa_1, ha_4, a211oi_2, or4b_4, o2111ai_2, buf_2
  • CP Capture Type: output pin
  • CP max stage delay: 0.53 ns
  • Startpoint class of the critical path: input port
  • Data arrival, critical path: 3.00 ns
  • Worst-path fanout max: 2

Floorplanning
  • Core Footprint: 0.00342 mm²
  • I/O pin total: 16
  • Chip height: around 80 µm
  • Die footprint: 0.00640 mm²
  • Fp util: 13.1%
  • Std-Cell Rows: 21
  • Die width: 80 µm

Finish
  • Flop count: 0
  • Post-route cell area: 851 µm²
  • Area grow syn2layout: 90.5%
  • Ratio of cells with drive above 1 in the final layout: 50.0%
  • Non-Filler Instances: 126
  • Register area: 0 µm²
  • FILL cells: 382
  • Clock buffer count in the final layout: 0
  • Logic area: 538 µm²

Worst hold path
  • Hold depth: 4
  • WHS Endpoint: out[0]
  • Hold/Removal Path Class: in -> out
  • Hold path startpoint: in_act[0]

Placement
  • Final RePlAce weighted congestion: 0.802
  • Post-Place Cell Area: between 700 and 800 µm²
  • Number of port buffers: 16
  • HPWL after DPL: 992 µm
  • Inst Count DP: 124

Clock tree
  • Post-CTS Hold Buffers: 0
==> what timing repair did <==
item                                    CTS  global route
gates resized                            60             5
endpoints found under the setup margin    5             5
hold endpoints to repair                  0             0
buffers inserted                          2             0
pin swaps                                16             2
==> metrics by stage <==
| stage | util, % | power, W | setup slack [ns] |
|---|---|---|---|
| after global routing | 24.9 | 0.000159 | -0.285 |
| after CTS | 24.6 | 0.000140 | -0.211 |
| after detailed placement | 21.9 | 0.000124 | -1.15 |
| after global placement | 21.9 | 0.000124 | -1.12 |
| after floorplan | - | 0.0000497 | 0.00257 |
| final | 24.9 | 0.000141 | -0.204 |
==> cell usage in the layout (no fill, tap or decap), types with 2 or more instances in the layout <==
cell | netlist | final
ha_1 | 12 | 7
and2_4 | 0 | 2
and2_1 | 13 | 11
fa_1 | 4 | 3
nor2_1 | 2 | 2
buf_8 | 0 | 2
ha_4 | 0 | 5
xnor2_1 | 2 | 2
a21oi_2 | 0 | 2
buf_4 | 0 | 12
inv_1 | 3 | 3
buf_2 | 0 | 5
clkdlybuf4s50_1 | 0 | 4
buf_6 | 0 | 4
==> routing by layer <==
metal  global-route usage, %  up-vias  wire (µm)
li1                        -      237          -
met1                    5.00      206        593
met2                    6.50       10        541
met3                   0.568        0         55
met4                       0        0          0
met5                       0        -          0
==> worst max-delay path by stage <==
stage / endpoint / start / slack [ns] / cells after the start
6_report: out[7] / in_act[0] / -0.20 / 10
4_1_cts: out[7] / in_wgt[3] / -0.21 / 10
5_1_grt: out[6] / in_act[1] / -0.29 / 11
==> kinds of logic after synthesis <==
| family | share of synthesized area, % |
|---|---|
| buffers and inverters | 2.52 |
| AND-OR/OR-AND | 13.4 |
| AND/OR/NAND/NOR | 26.6 |
| XOR/XNOR | 5.88 |
| adder cells (fa/ha/maj) | 51.5 |
==> area by class of cell <==
type                       count  area share, %
timing repair buffer          29           28.7
inverter                       3           1.32
multi-input combinational     48           63.2
tap                           46           6.76
==> report_power, final <==
| part | switching, W | internal [W] | leakage [nW] |
|---|---|---|---|
| Sequential | 0 | 0 | 0 |
| Combinational | 0.0000554 | 0.0000860 | 0.405 |
| Clock | 0 | 0 | 0 |
Power is estimated from default activity; no workload was simulated.
